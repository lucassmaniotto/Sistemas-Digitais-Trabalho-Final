$ cat config.mk
export PLATFORM = sky130hd
export DESIGN_NAME = teste
export DESIGN_NICKNAME = teste
export VERILOG_FILES = /design/flow/design.v
export SDC_FILE = /design/flow/constraint.sdc
export NUM_CORES = 4
export LEC_CHECK = 1
export CORE_UTILIZATION = 30
$ cat constraint.sdc
current_design teste

set clk_period 12.2
set clk_io_pct 0.2

create_clock -name clk0 -period $clk_period [get_ports {KEY}]

set non_clock_inputs [all_inputs -no_clocks]
set_input_delay [expr $clk_period * $clk_io_pct] -clock clk0 $non_clock_inputs
set_output_delay [expr $clk_period * $clk_io_pct] -clock clk0 [all_outputs]
$ cat design.v
module display 
(input [9:0] res, 
output reg[6:0] display0, display1, display2, display3);
wire[15:0] dif, dif2, dif3, dif4;
wire[15:0] div, div2, div3, div4;
assign div = res/10;  
assign dif = div*10;  
wire[3:0] numeroDisplay0 = res-dif;  
assign div2 = div/10;  
assign dif2 = div2*10;  
wire[3:0] numeroDisplay1 = div-dif2;  
assign div3 = div2/10;  
assign dif3 = div3*10;  
wire[3:0] numeroDisplay2 = div2-dif3;  
wire[3:0] numeroDisplay3 = div3;  
always @(*)
begin
	case(numeroDisplay0) 
		4'b0000 : display0 <= 7'b1000000; 
		4'b0001 : display0 <= 7'b1111001; 
		4'b0010 : display0 <= 7'b0100100; 
		4'b0011 : display0 <= 7'b0110000; 
		4'b0100 : display0 <= 7'b0011001; 
		4'b0101 : display0 <= 7'b0010010; 
		4'b0110 : display0 <= 7'b0000010; 
		4'b0111 : display0 <= 7'b1011000; 
		4'b1000 : display0 <= 7'b0000000;
		4'b1001 : display0 <= 7'b0010000; 
		default : display0 <= 7'b0111111;
	endcase
	case(numeroDisplay1) 
		4'b0000 : display1 <= 7'b1000000; 
		4'b0001 : display1 <= 7'b1111001; 
		4'b0010 : display1 <= 7'b0100100; 
		4'b0011 : display1 <= 7'b0110000; 
		4'b0100 : display1 <= 7'b0011001; 
		4'b0101 : display1 <= 7'b0010010; 
		4'b0110 : display1 <= 7'b0000010; 
		4'b0111 : display1 <= 7'b1011000; 
		4'b1000 : display1 <= 7'b0000000;
		4'b1001 : display1 <= 7'b0010000; 
		default : display1 <= 7'b0111111;
	endcase
	case(numeroDisplay2) 
		4'b0000 : display2 <= 7'b1000000; 
		4'b0001 : display2 <= 7'b1111001; 
		4'b0010 : display2 <= 7'b0100100; 
		4'b0011 : display2 <= 7'b0110000; 
		4'b0100 : display2 <= 7'b0011001; 
		4'b0101 : display2 <= 7'b0010010; 
		4'b0110 : display2 <= 7'b0000010; 
		4'b0111 : display2 <= 7'b1011000; 
		4'b1000 : display2 <= 7'b0000000;
		4'b1001 : display2 <= 7'b0010000; 
		default : display2 <= 7'b0111111;
	endcase
	case(numeroDisplay3) 
		4'b0000 : display3 <= 7'b1000000; 
		4'b0001 : display3 <= 7'b1111001; 
		4'b0010 : display3 <= 7'b0100100; 
		4'b0011 : display3 <= 7'b0110000; 
		4'b0100 : display3 <= 7'b0011001; 
		4'b0101 : display3 <= 7'b0010010; 
		4'b0110 : display3 <= 7'b0000010; 
		4'b0111 : display3 <= 7'b1011000; 
		4'b1000 : display3 <= 7'b0000000;
		4'b1001 : display3 <= 7'b0010000; 
		default : display3 <= 7'b0111111;
	endcase
end
endmodule
module mux
(input[15:0] A, B, C, D,
 input[1:0] CHAVE,
 output reg[15:0] outMux);
always @(*)
begin
	case(CHAVE)
		2'b00 : outMux <= A;
		2'b01 : outMux <= B;
		2'b10 : outMux <= C;
		2'b11 : outMux <= D;
	endcase
end
endmodule
module somador
(input [15:0] IN1,IN2,
 input [0:0] H,
 output reg [15:0] outSum);
always @(*)
begin
	case(H)
		1'b0 : outSum <= IN1 + IN2;
		1'b1 : outSum <= IN1 * IN2;
	endcase
end
endmodule
module teste
(output [6:0] HEX0, HEX1, HEX2,HEX3, 
input[9:0] SW, input[3:0] KEY);
parameter A = 2;
parameter B = 2;
parameter C = 1;
wire[15:0] resultado;
wire[15:0] outM0, outM1, outM2;
reg[15:0] regX, regS, regH;
always @(posedge KEY[0])
begin
	if(SW[9] == 1)
		regX[2:0] <= KEY[3:1];
	if(SW[8] == 1)
		regS[15:0] <= resultado;
	if(SW[7] == 1)
		regH[15:0] <= resultado;
end
mux M0(.A(0), .B(A) , .C(B), .D(C), .CHAVE(SW[1:0]), .outMux(outM0));  
mux M1(.A(outM0), .B(regX) , .C(regS), .D(regH), .CHAVE(SW[3:2]), .outMux(outM2));  
mux M2(.A(regX), .B(outM0) , .C(regS), .D(regH), .CHAVE(SW[5:4]), .outMux(outM1));  
somador sum(.IN1(outM2), .IN2(outM1), .H(SW[6]), .outSum(resultado));
display dis(.res(regS), .display0(HEX0), .display1(HEX1), .display2(HEX2), .display3(HEX3));
endmodule
$ cat run.sh
#!/bin/bash
# OpenROAD 26Q1-2900-gdf79404cd8, Yosys 0.63+post, stock flow scripts
make -C /OpenROAD-flow-scripts/flow DESIGN_CONFIG=/design/flow/config.mk WORK_HOME=/design/flow/orfs finish
==> summary.txt <==
run metrics: GRT Util Overall 15.13%, total number of vias 5629, worst reg-to-reg path cell count 21, diode count 0, Fin. Hold Viols 3, worst skew pair latency 0.23 ns, number of warnings in the stage logs 72, slowest stage cell, crit path or4_4, initial core utilization 30.55%, Tcrit/Tclk final 96.71%, area of the core 19400 um2, # Cells Yosys 769, DRT Pass-1 Iters 5, vias per inst 5.183, critical path type register to output port, chip area 20320 um2, YS chip area 5926 um2, yosys warns 22, Post-synth ARST share 0%, cell count after synthesis 769, Period minus WS final 11.80 ns, outcome finished with violations, ys flop type edfxtp_1, initial antenna violation count 0, cell family with most CP delay AND-OR/OR-AND gates, TritonCTS Buffers 3, Antenna Nets Post-Route 0, Buf/Inv on CP 7, total negative slack 0 ns, Hold Crit Depth 0, mean post-synth cell area 7.706 um2, Worst-path clk slew 0.05 ns, vias in the first global route 5125, IO Pins 42, failing checks hold timing, GRT overflow 0, Distinct cells, synth 93, register share after synthesis 11.66%, Critical Path Max Stage Delay 0.53 ns, clk sinks 23, highest net fanout along the worst path 7, fraction of layout cells with a size suffix above 1 17.30%, Worst-Margin Slew 0.7990 ns, RSZ-0062 raised after global routing yes, die width 142.5 um, Slew headroom 46.38%, Initial DRC Count 311, post-DP HPWL 11770 um, Hold Path Class clock port to register, die height 142.5 um, WP data required 9.76 ns, Setup violations, final 0, f_max 84.76 MHz, Synthesized registers 23, port buffer count 35, CP startpoint kind register, design area 7218 um2, Cell Rows 51, # DRC 0, GP Congestion 0.9331, P&R area growth vs syn 21.81%, CTS HTree Levels 1, Post-Syn Area 5926 um2, largest net degree at the start of global routing 20, pins over their slew limit 0, routed len/inst 13.80 um, Critical Path AT 9.36 ns, Crit. End Element output port, clk root buf clkbuf_16, max-cap violations 0, Worst path depth 45, CTS tree built, Final Skew 0.0003319 ns, Area after DPL 6593 um2, total wire length 14980 um, CTS max path bufs 2, global-route wire length before repair 24720 um, number of enable flip-flop cells 23, hold slack -0.1383 ns
## worst reg2reg max path, delay by kind of cell (launching register included)
kind                     cells  cell delay (ns)
buffers and inverters        6             0.96
AND-OR/OR-AND                3             0.64
flip-flops                   1             0.74
adder cells (fa/ha/maj)      8             3.25
AND/OR/NAND/NOR              1             0.18
XOR/XNOR                     3             0.46
## metal layers
metal / wire (um) / vias up / track usage, %
met5: 0 / - / 0
met4: 279 / 0 / 2.886
met3: 760 / 22 / 1.097
met2: 7098 / 191 / 25.18
met1: 6844 / 2619 / 21.95
li1: - / 2797 / -
## final cells by class
cell class                      count  area [um2]
Fill cell                        1976       12180
Multi-Input combinational cell    618        5041
Timing Repair Buffer               80       708.2
Sequential cell                    23       690.7
Inverter                           96       367.9
Tap cell                          265       331.6
Clock buffer                        4       78.83
## layout by cell type (no fill, tap or decap), types with 6 or more instances in the layout
master,count
a21oi_1,35
a22oi_1,6
a31oi_1,10
buf_4,40
clkdlybuf4s50_1,32
edfxtp_1,23
fa_1,24
ha_1,64
inv_1,87
mux2_2,10
mux2i_1,10
nand2_1,92
nand2b_1,9
nand3_1,10
nand4_1,6
nor2_1,57
nor2b_1,21
nor3_1,9
o211ai_1,9
o21a_1,9
o21ai_0,34
o21ai_1,9
o21bai_1,6
xnor2_1,33
xor2_1,9
## synth_stat cells, drive strengths merged, types with 4 or more instances
cell	count	share of area, %
a211oi	7	0.89
a21boi	9	1.2
a21o	4	0.51
a21oi	40	3.4
a22oi	6	0.76
a311oi	4	0.70
a31oi	12	1.5
and2	5	0.53
and3	4	0.51
buf	18	2.0
clkbuf	16	1.0
edfxtp	23	12
fa	25	8.4
ha	67	14
inv	94	6.0
mux2	11	2.1
mux2i	10	1.7
nand2	93	5.9
nand2b	9	0.95
nand3	12	1.1
nand4	6	0.63
nor2	61	4.2
nor2b	21	2.2
nor3	15	1.6
nor4	5	0.63
o211ai	13	2.0
o21a	10	1.3
o21ai	48	4.1
o21ba	4	0.68
o21bai	7	0.89
o31ai	6	0.99
or2	5	0.53
or3	7	0.91
xnor2	34	5.2
xor2	11	1.8
## flip-flops by register name, summed over array words and instances, names as in the netlist
| signal | cells |
|---|---|
| regS | 10 |
| regH | 10 |
| regX | 3 |
## path summary, 6_finish.rpt
| check | startpoint | to | slack [ns] |
|---|---|---|---|
| worst max register to register | regS[4] | regS[9] | 5.69 |
| worst min-delay path | KEY[1] | regX[0] | -0.14 |
| worst min register to register | regH[9] | regH[9] | 1.15 |
| worst max-delay path | regS[7] | HEX1[3] | 0.40 |
## metrics by stage
step	utilization, %	instances	setup WS, ns
final	37.21	1086	0.4018
after global routing	37.21	1086	-0.1852
after CTS	34.82	1063	0.01890
after floorplan	-	770	0.5034
after global placement	33.98	1057	0.1057
after detailed placement	33.98	1057	-0.08427
## logic make-up after synthesis
logic type               share of synthesized area [%]
AND/OR/NAND/NOR                                  21.14
adder cells (fa/ha/maj)                          22.59
flip-flops                                       11.66
multiplexers                                     3.780
buffers and inverters                            9.101
other                                           0.1267
XOR/XNOR                                         6.905
AND-OR/OR-AND                                    24.71
## what timing repair did
item | CTS | global route
setup buffers | 2 | 22
gates cloned | 0 | 1
pin swaps | 2 | 37
hold buffers | 0 | 0
endpoints found under the setup margin | 7 | 7
resized | 12 | 57
