**design.v**
```verilog
module bc
(input clock, start,  
 output reg flag,
 output reg LX, LS, LH, H,
 output reg[1:0] M0, M1, M2);
reg[3:0] state = 0;
always @(posedge clock)
	begin
		if(start == 1) 
			begin
				state <= 1;
				flag <= 0;
			end
		if(start == 0) 
			begin
				state <= 0;
				flag <= 1;
			end
		else
		begin 
			case(state)
				3'd1 : begin
							LX <= 1;
							LS <= 0;
							LH <= 0;
							H <= 0;
							M0 <= 2'b00;
							M1 <= 2'b00;
							M2 <= 2'b00;
							flag <= 3'd0;
							state <= 2;
						end
				3'd2 : begin
							LX <= 0;
							LS <= 1;
							LH <= 0;
							H <= 1;
							M0 <= 2'b00;
							M1 <= 2'b01;
							M2 <= 2'b00;
							state <= 3;
						end
				3'd3 : begin
							LX <= 0;
							LS <= 0;
							LH <= 1;
							H <= 1;
							M0 <= 2'b01;
							M1 <= 2'b00;
							M2 <= 2'b10;
							state <= 4;
						end
				3'd4 : begin
							LX <= 0;
							LS <= 1;
							LH <= 0;
							H <= 1;
							M0 <= 2'b10;
							M1 <= 2'b00;
							M2 <= 2'b00;
							state <= 5;
						end
				3'd5 : begin
							LX <= 0;
							LS <= 1;
							LH <= 0;
							H <= 0;
							M0 <= 2'b10;
							M1 <= 2'b11;
							M2 <= 2'b10;
							state <= 6;
						end
				3'd6 : begin
							LX <= 0;
							LS <= 1;
							LH <= 0;
							H <= 0;
							M0 <= 2'b11;
							M1 <= 2'b00;
							M2 <= 2'b10;
							state <= 7;
						end		
				3'd7 : begin
							LX <= 0;
							LS <= 1;
							LH <= 0;
							H <= 0;
							M0 <= 2'b11;
							M1 <= 2'b00;
							M2 <= 2'b10;
							flag <= 3'd1;
							state <= 1;
						end
			endcase
		end
	end
endmodule
module bo
(output [6:0] d0, d1, d2, d3,
input flag,
input LX, LS, LH, _H,
input[1:0] _M0, _M1, _M2,
input clock,
input[9:0] X);
parameter A = 2;
parameter B = 2;
parameter C = 1;
wire[15:0] resultado;
wire[15:0] outM0, outM1, outM2;
reg[15:0] regX, regS, regH;
always @(posedge clock)
begin
	if(LX == 1)
		regX[9:0] <= X;
	if(LS == 1)
		regS[15:0] <= resultado;
	if(LH == 1)
		regH[15:0] <= resultado;
	if(flag == 1)
		regS <= 0;
end
mux M0(.A(0), .B(A) , .C(B), .D(C), .CHAVE(_M0), .outMux(outM0));  
mux M1(.A(outM0), .B(regX) , .C(regS), .D(regH), .CHAVE(_M1), .outMux(outM2));  
mux M2(.A(regX), .B(outM0) , .C(regS), .D(regH), .CHAVE(_M2), .outMux(outM1));  
somador sum(.IN1(outM2), .IN2(outM1), .H(_H), .outSum(resultado));
display dis(.res(regS), .display0(d0), .display1(d1), .display2(d2), .display3(d3));
endmodule
module display 
(input [9:0] res, 
output reg[6:0] display0, display1, display2, display3);
wire[15:0] dif, dif2, dif3, dif4;
wire[15:0] div, div2, div3, div4;
assign div = res/10;  
assign dif = div*10;  
wire[3:0] numeroDisplay0 = res-dif;  
assign div2 = div/10;  
assign dif2 = div2*10;  
wire[3:0] numeroDisplay1 = div-dif2;  
assign div3 = div2/10;  
assign dif3 = div3*10;  
wire[3:0] numeroDisplay2 = div2-dif3;  
wire[3:0] numeroDisplay3 = div3;  
always @(*)
begin
	case(numeroDisplay0) 
		4'b0000 : display0 <= 7'b1000000; 
		4'b0001 : display0 <= 7'b1111001; 
		4'b0010 : display0 <= 7'b0100100; 
		4'b0011 : display0 <= 7'b0110000; 
		4'b0100 : display0 <= 7'b0011001; 
		4'b0101 : display0 <= 7'b0010010; 
		4'b0110 : display0 <= 7'b0000010; 
		4'b0111 : display0 <= 7'b1011000; 
		4'b1000 : display0 <= 7'b0000000;
		4'b1001 : display0 <= 7'b0010000; 
		default : display0 <= 7'b0111111;
	endcase
	case(numeroDisplay1) 
		4'b0000 : display1 <= 7'b1000000; 
		4'b0001 : display1 <= 7'b1111001; 
		4'b0010 : display1 <= 7'b0100100; 
		4'b0011 : display1 <= 7'b0110000; 
		4'b0100 : display1 <= 7'b0011001; 
		4'b0101 : display1 <= 7'b0010010; 
		4'b0110 : display1 <= 7'b0000010; 
		4'b0111 : display1 <= 7'b1011000; 
		4'b1000 : display1 <= 7'b0000000;
		4'b1001 : display1 <= 7'b0010000; 
		default : display1 <= 7'b0111111;
	endcase
	case(numeroDisplay2) 
		4'b0000 : display2 <= 7'b1000000; 
		4'b0001 : display2 <= 7'b1111001; 
		4'b0010 : display2 <= 7'b0100100; 
		4'b0011 : display2 <= 7'b0110000; 
		4'b0100 : display2 <= 7'b0011001; 
		4'b0101 : display2 <= 7'b0010010; 
		4'b0110 : display2 <= 7'b0000010; 
		4'b0111 : display2 <= 7'b1011000; 
		4'b1000 : display2 <= 7'b0000000;
		4'b1001 : display2 <= 7'b0010000; 
		default : display2 <= 7'b0111111;
	endcase
	case(numeroDisplay3) 
		4'b0000 : display3 <= 7'b1000000; 
		4'b0001 : display3 <= 7'b1111001; 
		4'b0010 : display3 <= 7'b0100100; 
		4'b0011 : display3 <= 7'b0110000; 
		4'b0100 : display3 <= 7'b0011001; 
		4'b0101 : display3 <= 7'b0010010; 
		4'b0110 : display3 <= 7'b0000010; 
		4'b0111 : display3 <= 7'b1011000; 
		4'b1000 : display3 <= 7'b0000000;
		4'b1001 : display3 <= 7'b0010000; 
		default : display3 <= 7'b0111111;
	endcase
end
endmodule
module main
(input[3:0] KEY,
input[9:0] SW,
output[9:0] LEDR,
output [6:0] HEX0, HEX1, HEX2, HEX3);
wire[1:0] m0, m1, m2;
wire lx, ls, lh, h, f;
bc comandBlock(.clock(KEY[0]), .start(SW[9]), .LX(lx), .LS(ls), .LH(lh), .H(h), .flag(f), .M0(m0), .M1(m1), .M2(m2));
bo operatorBlock(.d0(HEX0), .d1(HEX1), .d2(HEX2),  .d3(HEX3), .flag(f), .LX(lx), .LS(ls), .LH(lh), ._H(h), ._M0(m0), ._M1(m1), ._M2(m2),  .clock(KEY[0]), .X(SW[3:0]));
endmodule
module mux
(input[15:0] A, B, C, D,
 input[1:0] CHAVE,
 output reg[15:0] outMux);
always @(*)
begin
	case(CHAVE)
		2'b00 : outMux <= A;
		2'b01 : outMux <= B;
		2'b10 : outMux <= C;
		2'b11 : outMux <= D;
	endcase
end
endmodule
module somador
(input [15:0] IN1,IN2,
 input [0:0] H,
 output reg [15:0] outSum);
always @(*)
begin
	case(H)
		1'b0 : outSum <= IN1 + IN2;
		1'b1 : outSum <= IN1 * IN2;
	endcase
end
endmodule
```
**run.sh**
```bash
#!/bin/bash
# OpenROAD 26Q1-2900-gdf79404cd8, Yosys 0.63+post, stock flow scripts
make -C /OpenROAD-flow-scripts/flow DESIGN_CONFIG=/design/flow/config.mk WORK_HOME=/design/flow/orfs finish
```
**config.mk**
```make
export PLATFORM = sky130hd
export DESIGN_NAME = main
export DESIGN_NICKNAME = main
export VERILOG_FILES = /design/flow/design.v
export SDC_FILE = /design/flow/constraint.sdc
export NUM_CORES = 4
export LEC_CHECK = 1
export CORE_UTILIZATION = 40
```
**constraint.sdc**
```tcl
current_design main

set clk_period 7.9
set clk_io_pct 0.2

create_clock -name clk0 -period $clk_period [get_ports {KEY}]

set non_clock_inputs [all_inputs -no_clocks]
set_input_delay [expr $clk_period * $clk_io_pct] -clock clk0 $non_clock_inputs
set_output_delay [expr $clk_period * $clk_io_pct] -clock clk0 [all_outputs]
```
==> flow_summary.toml <==
# flow metrics
[worst_setup_path]
critPathLaunch = "operatorBlock.regS[7]"
slowest_stage = "or4_4"
critPathRequiredTime_ns = 6.32
cp-start-kind = "flip-flop"
critPathKind = "reg -> out"
r2r_slack_ns = 2.08
crit_cells = 39
reg2reg_depth = 25
worst_path_largest_cell_delay_ns = 0.53
crit_buf_inv = 6
crit_arrival_ns = 7.92
crit_family = "simple AND/OR/NAND/NOR gates"
crit_fanout = 6
cp-end-kind = "output port"
cpMostUsedCell = "ha_4"
r2r-start = "comandBlock.M2[1]"
timing.rr.end = "operatorBlock.regS[9]"
endpoint = "HEX1[0]"

[route]
ant_nets = 0
wl_met2_um = 7570
wl_met1_um = 7870
drt-wirelength-per-cell_um = 13.6
routed_via_density = 5.21
drc = 0
n_antenna_cell = 0
highest_layer = "met4"
drt_wl_total_um = 16200
drt-pass1-iter-count = 7
wl_met3_um = 661
vias = 6215
drt_iter0_markers = 293

[cts]
cts_hold_buf = 0
ctsHtreeMaxLevel = 2
clk_latency_ns = 0.25
cts_tree = "built"
cts-buffers-inserted = 5
cts-root-buf = "clkbuf_16"
clkTransAtPathRegs_ns = 0.05
clock_sinks = 38
cts_max_path_buffers = 2

[global_route]
grt-ovfl-total = 0
grt_max_degree = 20
grt_pass1_vias = 5834
antenna_found_initial = 0
grt_pass1_wl_um = 27400
grt_usage_pct = 21.4

[logic_synthesis]
synthFlopType = "dfxtp_1"
async_flop_share_pct = 0
synth_area_um2 = 6190
synth_cells = 805
edf_count = 18
ys_area_um2 = 6190
synth_seq_share_pct = 15.2
yosys_warnings = 27
yosys_cells = 805
ys.flops = 38
syn_avg_cell_area_um2 = 7.68
ys_types = 81

[run]
cap_violations = 0
warnings = 85

[floorplanning]
die_h_um = 126
fp-row-count = 45
fp-utilization_pct = 40.8
dieArea_um2 = 16000
core-area_um2 = 15100
ios = 52
die_x_um = 126

[finish]
area_growth_pct = 40.5
final_layout_size_suffix_gt1_share_pct = 31.9
final_area_um2 = 8690
lay_top_cells = "buf_4, inv_1, nand2_1"
lay_top_count = "buf_4"

[worst_hold_path]
min_path_type = "reg -> reg"

[final_timing]
fin_worst_skew_ns = 0.000234
fin_crit_ns = 9.50
max-slew-margin-rel_pct = 48.6
setup-violations-final = 25
fmaxAchievable_mhz = 105
slew_violations = 0
min_period_over_period_pct = 120
hold_viol_final = 0
rsz0062_at_grt = "true"
tightestPinTransition_ns = 0.749
setup_ws_ns = -1.60

[placed_design]
io_buffers = 30
gp_congestion = 0.945
hpwl_um = 12700
post-place-ws_ns = -1.72
place_area_um2 = 7770

[status]
violations = "negative setup slack"
status = "finished with violations"
==> area by class of cell <==
type	instances	area, µm²
fillers	1300	6460
clock inverters	3	68.8
flip-flops and latches	38	942
well taps	188	235
inverters	97	369
multi-input cells	629	5050
repair buffers	233	1900
clock buffers	5	125
==> cells in the mapped netlist, types with 4 or more instances <==
cell type / count / area [µm²]
a311oi_1: 5 / 43.8
o21ai_1: 7 / 35.0
and3_1: 6 / 37.5
a22oi_1: 9 / 67.6
a221o_1: 6 / 60.1
and2_1: 15 / 93.8
mux2i_1: 13 / 130
o31a_1: 6 / 52.6
a31oi_1: 6 / 37.5
nand3_1: 15 / 75.1
edfxtp_1: 18 / 541
o22ai_1: 8 / 50.1
buf_2: 8 / 40.0
or3_1: 5 / 31.3
a211oi_1: 15 / 113
o211ai_1: 5 / 37.5
nor2_1: 79 / 297
nor3_1: 8 / 40.0
a21oi_1: 38 / 190
xnor2_1: 36 / 315
nor2b_1: 4 / 25.0
nand3b_1: 5 / 37.5
buf_1: 4 / 15.0
nor3b_1: 4 / 30.0
a21o_1: 9 / 67.6
o21bai_1: 6 / 45.0
xor2_1: 9 / 78.8
o21a_1: 6 / 45.0
dfxtp_1: 20 / 400
a21boi_0: 4 / 30.0
o21ai_0: 32 / 160
nor4_1: 5 / 31.3
fa_1: 25 / 500
nand2_1: 83 / 312
o31ai_1: 9 / 67.6
nand2b_1: 12 / 75.1
clkbuf_1: 20 / 75.1
buf_4: 17 / 128
ha_1: 66 / 826
inv_1: 95 / 357
==> state kept, by name (all words and copies together), names as in the netlist <==
signal / count
comandBlock.M1: 2
operatorBlock.regX: 4
comandBlock.H: 1
comandBlock.flag: 1
operatorBlock.regH: 10
operatorBlock.regS: 10
comandBlock.state: 3
comandBlock.LX: 1
comandBlock.M2: 1
comandBlock.M0: 3
comandBlock.LS: 1
comandBlock.LH: 1
==> cells by family (layout without fill, tap and decap cells) <==
kind of cell / Yosys count / in the layout / share of synthesized area, %
flops: 38 / 38 / 15.2
xor+xnor: 45 / 45 / 6.37
other cells: 2 / 13 / 0.121
fa+ha+maj: 92 / 92 / 21.6
buf+inv: 149 / 338 / 10.6
compound gates: 202 / 202 / 23.1
mux: 15 / 15 / 2.47
simple gates: 262 / 262 / 20.6
==> layer usage <==
layer | vias to the layer above | track usage, %
li1 | 3160 | -
met1 | 2917 | 32.5
met2 | 130 | 34.3
met3 | 8 | 2.84
met4 | 0 | 2.98
met5 | - | 0
==> repair_timing <==
action	CTS	global route
endpoints found under the setup margin	25	25
gates resized	83	65
buffers inserted	41	12
pin swaps	38	27
==> metrics by stage <==
stage	setup TNS (ns)	hold WS [ns]	std cells	utilization [%]
2_1_floorplan	-14.92	0.434	816	-
6_report	-25.68	0.466	1193	57.4
3_5_place_dp	-21.21	0.450	1133	51.3
3_3_place_gp	-19.44	0.443	1133	51.3
5_1_grt	-34.04	0.480	1193	57.4
4_1_cts	-27.44	0.463	1181	55.8
==> worst min-delay path by stage <==
stage,start,endpoint,slack (ns),depth (start not counted)
finish,comandBlock.M0[3],comandBlock.M0[3],0.47,1
global route,comandBlock.M0[3],comandBlock.M0[3],0.48,1
CTS,comandBlock.M0[3],comandBlock.M0[3],0.46,1
